==> flow/design.v <==
`timescale 1ns / 1ps
module stopwatch_bcd_counter (output logic [3:0] bcd, output logic carry_out,
	input logic [3:0] max_digit, input logic carry_in, input logic up_down, input logic rst, input logic clk);
	logic [3:0] next_bcd;
	always_ff @(posedge clk) begin
		bcd <= next_bcd;
	end
	always_comb begin
		next_bcd = bcd;
		carry_out = 1'b0;
		if (rst == 1) begin
			next_bcd = 4'd0;
			carry_out = 1'bx;
		end else begin
			casez ({carry_in, up_down})
				2'b0z: begin
					next_bcd = bcd;
					carry_out = 1'b0;
				end
				2'b11: begin
					if (bcd == max_digit) begin
						next_bcd = 4'd0;
						carry_out = 1'b1;
					end
					else begin
						next_bcd = bcd + 1;
						carry_out = 1'b0;
					end
				end
				2'b10: begin
					if (bcd == 4'd0) begin
						next_bcd = max_digit;
						carry_out = 1'b1;
					end
					else begin
						next_bcd = bcd - 1;
						carry_out = 1'b0;
					end
				end
			endcase
		end
	end
endmodule
`timescale 1ns / 1ps
module stopwatch_dp (output logic [3:0] digit5, output logic [3:0] digit4, output logic [3:0] digit3, output logic [3:0] digit2,
	output logic [3:0] digit1, output logic [3:0] digit0,
	input logic enable, input logic up_down, input logic rst, input clk);
	logic c_out0, c_out1, c_out2, c_out3, c_out4, c_out5;	 
	stopwatch_bcd_counter u_bcd0 (.bcd(digit0), .carry_out(c_out0),
		.carry_in(enable), .up_down, .rst, .clk, .max_digit(4'd9));
	stopwatch_bcd_counter u_bcd1 (.bcd(digit1), .carry_out(c_out1),
		.carry_in(c_out0), .up_down, .rst, .clk, .max_digit(4'd9));
	stopwatch_bcd_counter u_bcd2 (.bcd(digit2), .carry_out(c_out2),
		.carry_in(c_out1), .up_down, .rst, .clk, .max_digit(4'd9));
	stopwatch_bcd_counter u_bcd3 (.bcd(digit3), .carry_out(c_out3),
		.carry_in(c_out2), .up_down, .rst, .clk, .max_digit(4'd5));
	stopwatch_bcd_counter u_bcd4 (.bcd(digit4), .carry_out(c_out4),
		.carry_in(c_out3), .up_down, .rst, .clk, .max_digit(4'd9));
	stopwatch_bcd_counter u_bcd5 (.bcd(digit5), .carry_out(c_out5),
		.carry_in(c_out4), .up_down, .rst, .clk, .max_digit(4'd5));
endmodule
==> flow/run.sh <==
#!/bin/bash
# OpenROAD 26Q1-2900-gdf79404cd8, Yosys 0.63+post, stock flow scripts
make -C /OpenROAD-flow-scripts/flow DESIGN_CONFIG=/design/flow/config.mk WORK_HOME=/design/flow/orfs finish
==> flow/config.mk <==
export PLATFORM = sky130hd
export DESIGN_NAME = stopwatch_dp
export DESIGN_NICKNAME = stopwatch_dp
export VERILOG_FILES = /design/flow/design.v
export SDC_FILE = /design/flow/constraint.sdc
export NUM_CORES = 4
export LEC_CHECK = 1
export CORE_UTILIZATION = 40
==> flow/constraint.sdc <==
current_design stopwatch_dp

set clk_period 2.8
set clk_io_pct 0.2

create_clock -name clk0 -period $clk_period [get_ports {clk}]

set non_clock_inputs [all_inputs -no_clocks]
set_input_delay [expr $clk_period * $clk_io_pct] -clock clk0 $non_clock_inputs
set_output_delay [expr $clk_period * $clk_io_pct] -clock clk0 [all_outputs]
==> Changelog: implementation <==
### Metrics

* Post-synth cell types at roughly 50
* CP Class: input port to register
* Worst-Margin Slew at 0.629 ns
* Commonest flop: dfxtp_1
* Total CTS buffers at 3
* Combinational gate area at 1190 µm²
* Leakage at approximately 0.76 nW
* Hold crit path type: register to register
* Sw Ratio at between 30 and 40%
* Total gr overflow at 0
* R2r setup slk at 0.40 ns
* Critical Path Start Type: input port
* Tool warnings at 25
* Psw at around 280 µW
* Clock Skews at about 0.0085 ns
* Num rows at 24
* VDD IR max at approximately 0.17 mV
* Min Tclk post-route at 2.58 ns
* Pin count of the biggest net entering global routing at 29
* IO Port Bufs at 27
* Max Root-Sink Buffers at 2
* Storage cell area at between 400 and 500 µm²
* DP Wirelength at about 3000 µm
* Main area contributors: dfxtp_1 27%, a21oi_1 4.7%, o21ai_0 4.5%
* WP data required at around 3 ns
* Placeable Area at between 4000 and 5000 µm²
* Number of enable flip-flop cells at 0
* Status: complete, no violations
* Share of cells above drive strength 1 at 9.43%
* Final setup fails at 0
* # DRC at 0
* Min-delay src: u_bcd3.bcd[3]
* Placed Cells at about 310
* Root Buffer: clkbuf_8
* Worst R2R Path Depth at 6
* Fmax at ~0.39 GHz
* CTS Hold Bufs at 0
* Chip area at around 4800 µm²
* Comb pwr share at approximately 29%
* Setup Total Neg Slack at 0 ns
* Drt wl/cell at roughly 14 µm
* Top-count cell post-synth: dfxtp_1
* IO Pins at 28
* Initial antenna violation count at 0
* Final hold vios at 0
* Internal power at 591 µW
* Most frequent cell on the critical path: or4_4
* Crit path DAT at about 2.8 ns
* Resize count post-CTS at 0
* MaxCap Viol Count at 0
* Number of global-route vias before repair at approximately 1500
* H-tree depth at 1
* PD cells at between 400 and 500 nW/µm²
* Drt via density at about 5.8
* DIE HEIGHT at around 70 µm
* RR Endpoint: u_bcd3.bcd[2]
* Post-layout period usage of the worst path at around 92%
* All-layer global routing usage at 18.4%
* Detail Route Antenna Nets at 0
* Crit-path cells: clkdlybuf4s50_1 > or4_4 > or4_4 > buf_4 > a211oi_1 > nor3_1 > a311oi_1
* Top-area cell share at around a quarter
* Initial Util at 41.6%
* CTS sink cnt at 24
* Crit path to: u_bcd3.bcd[2]
* Worst r2r src: u_bcd0.bcd[0]
* Area leader, netlist: dfxtp_1
* RSZ-0062 raised after global routing: false
* Total Routed Length at between 4000 and 5000 µm
* Yosys stat cell total at roughly 240
* Filler Cell Count at between 400 and 500
* Crit. End Element: register
* Worst path bufs/invs at 2
* Synth-to-layout area growth at 21.1%
* Clock network power share at about a quarter
* Max-slew headroom at between 50% and 60%
* GPL Wtd Cong at 0.882
* CP Launch Point: up_down
* Drt initial violations at about 82
* First-pass DRT Iterations at 4
* Post-synth regs at 24
* Synth Seq Share at around a quarter
* Slowest CP cell: or4_4
* Reg power frac at 47.1%
* Crit Path Max Fanout at 5
* CP max stage delay at 0.54 ns
* Synth Instances at around 240
* DIE WIDTH at 69.1 µm
* Pins Over Slew Limit at 0
* Post-synthesis cell area at 1800 µm²
* Global-route wire length before repair at roughly 7300 µm
* Ys Warns at 1
* CTS clk-pin slew, worst paths at roughly 0.090 ns
* Post-CTS Setup Bufs at 0
* CP delay by family, top: simple AND/OR/NAND/NOR gates
* Clk ins delay skew pair at 0.27 ns
* Avg Cell Area, Syn at about 7.4 µm²
* Yosys chip area at ~1800 µm²
* Ant. Diodes at 0
* Stages on worst setup path at 7
* Final Instance Count excl. Fillers at approximately 320
* Via count at roughly 1800
* Post-synth top cells: 24 x dfxtp_1, 19 x nor2_1, 18 x nand2_1
* Async SR Flop Fraction at 0%
* CTS tree: built
==> area by class of cell <==
cell class	count	share of cell area [%]
Clock buffer	3	1.90
Inverter	10	1.72
Multi-Input combinational cell	188	54.5
Sequential cell	24	22.1
Tap cell	52	2.99
Timing Repair Buffer	40	16.9
==> flip-flops by register name, summed over array words and instances, names as in the netlist <==
name,cells
u_bcd4.bcd,4
u_bcd0.bcd,4
u_bcd5.bcd,4
u_bcd1.bcd,4
u_bcd3.bcd,4
u_bcd2.bcd,4
==> placed cells by master (no fill, tap or decap), types with 2 or more instances in the layout <==
master / synthesis / final
clkdlybuf4s50_1: 0 / 27
dfxtp_1: 24 / 24
nor2_1: 19 / 19
nand2_1: 18 / 18
a21oi_1: 17 / 17
o21ai_0: 16 / 16
buf_4: 1 / 13
nor3_1: 11 / 11
nand3_1: 11 / 11
inv_1: 10 / 10
a211oi_1: 8 / 8
xnor2_1: 7 / 7
a311oi_1: 6 / 6
or4_1: 5 / 5
o221ai_1: 5 / 5
and3_1: 4 / 4
or2_2: 4 / 4
nor2b_1: 4 / 4
o22ai_1: 4 / 4
or3_1: 4 / 4
nand2b_1: 3 / 3
o21a_1: 3 / 3
a31oi_1: 3 / 3
o311a_1: 3 / 3
xor2_1: 3 / 3
o21bai_1: 3 / 3
clkbuf_8: 0 / 3
nor4bb_1: 2 / 2
and4_1: 2 / 2
or4_4: 2 / 2
a2bb2oi_1: 2 / 2
mux2i_1: 2 / 2
o311ai_0: 2 / 2
==> metrics by stage <==
step                      power, mW  util (%)  area (µm²)  setup WS [ns]  hold slack [ns]
final                         0.872      50.4        2180          0.222            0.573
after global routing          0.932      50.4        2180          0.155            0.602
after CTS                     0.881      50.4        2180          0.255            0.568
after detailed placement      0.664      49.4        2140        -0.0357            0.554
after global placement        0.666      49.4        2140        -0.0276            0.557
after floorplan               0.577         -        1800          0.361            0.491
==> kinds of logic (layout without fill, tap and decap cells) <==
logic type      Yosys count  count (layout)  share of synthesized area [%]
flops                    24              24                           26.7
compound gates           83              83                           32.4
simple gates             93              93                           27.5
mux                       2               2                           1.11
xor+xnor                 10              10                           4.87
buf+inv                  32              53                           7.37
==> tightest hold or removal path, stage by stage, from the launching register on <==
cell     delay (ns)
dfxtp_1        0.38
inv_1          0.09
a21oi_1        0.06
==> metal layers <==
layer	global-route usage, %	vias up	wire [µm]
met4	1.81	0	24
li1	-	960	-
met5	0	-	0
met1	30.0	841	2330
met2	27.8	43	1880
met3	1.63	2	155
==> power by group through the flow <==
stage / Sequential (mW) / Clock, mW / Combinational, mW
6_report: 0.410 / 0.212 / 0.249
4_1_cts: 0.410 / 0.223 / 0.248
5_1_grt: 0.418 / 0.235 / 0.279
==> worst min-delay path by stage <==
stage | slack (ns) | depth (start not counted) | to
final | 0.57 | 2 | u_bcd3.bcd[3]
after CTS | 0.57 | 2 | u_bcd3.bcd[3]
after global routing | 0.60 | 2 | u_bcd3.bcd[3]
Power figures rest on the tool's default switching activity, not on a simulated workload.
