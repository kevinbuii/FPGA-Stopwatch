`config.mk`:
```
export PLATFORM = sky130hd
export DESIGN_NAME = counter_divider
export DESIGN_NICKNAME = counter_divider
export VERILOG_FILES = /design/flow/design.v
export SDC_FILE = /design/flow/constraint.sdc
export NUM_CORES = 4
export LEC_CHECK = 1
export CORE_AREA = 10 10 99 99
export DIE_AREA = 0 0 109 109
```
`constraint.sdc`:
```
current_design counter_divider

set clk_period 8.1
set clk_io_pct 0.2

create_clock -name clk0 -period $clk_period [get_ports {clk}]

set non_clock_inputs [all_inputs -no_clocks]
set_input_delay [expr $clk_period * $clk_io_pct] -clock clk0 $non_clock_inputs
set_output_delay [expr $clk_period * $clk_io_pct] -clock clk0 [all_outputs]
```
`design.v`:
```
`timescale 1ns / 1ps
module counter_divider (output reg tc, 
    input logic clk, input logic ena, input logic rst, input wire [18:0] i_count);
    reg [18:0] counts, next_count;
    always_ff @ (posedge clk) begin
        counts <= next_count;
    end
    always @* begin
        tc = 1'b0;
        next_count = counts;
        if (ena == 1'b1) begin
            next_count = counts - 1;
            if (counts == 0) begin
                tc = 1;
                next_count = i_count;
            end
        end
        if (rst == 1) begin
            next_count = i_count;
        end
    end
endmodule
```
`run.sh`:
```
#!/bin/bash
# OpenROAD 26Q1-2900-gdf79404cd8, Yosys 0.63+post, stock flow scripts
make -C /OpenROAD-flow-scripts/flow DESIGN_CONFIG=/design/flow/config.mk WORK_HOME=/design/flow/orfs finish
```
==> metrics.yaml <==
outcome:
  status: "completed"
layout:
  largest_reg_flops: 19
  top_register: "counts"
  layout-drive-gt1-share_pct: 19.4
  area_growth_pct: 28.9
  final_cell_mix: "clkdlybuf4s50_1, edfxtp_1, nor2_1"
  largest_registers: "counts (19)"
  final_common_cell: "clkdlybuf4s50_1"
  fillers: 836
routing:
  num_antenna_cells: 0
  postRouteAntennaNets: 0
  wl_per_cell_um: 10.8
  vias: 862
  drt_wl_total_mm: 2.54
  first_pass_iters: 6
  via_per_inst: 3.65
  drtIter0Drc: 68
  drc: 0
logic_synthesis:
  synth-edff-count: 19
  synth_stat.cells: 111
  syn_area_um2: 1230
  ys_area_um2: 1230
  yosys_warnings: 1
  ys_seq_share_pct: 46.3
  ys_ff: 19
  ff_type: "edfxtp_1"
  synthCells: 111
  async_flop_share_pct: 0
  avgSynthCellArea_um2: 11.1
  ys_types: 31
power_and_ir_drop:
  ir_worst_vdd_mv: 0.0449
  powerDensity_nw_per_um2: 152
  leakagePower_nw: 0.491
placed_design:
  gp_congestion: 0.696
  portBuffers: 22
  hpwl_mm: 1.97
global_routing:
  grt_max_degree: 37
  antenna_found_initial: 0
  grt_usage_pct: 4.17
  gr-total-overflow: 0
  grt_pass1_wl_mm: 3.98
  grt_pass1_vias: 851
final_timing:
  rsz0062_at_grt: "no"
  worst_pin_slew_ns: 0.566
  whs_ns: 0.682
  period_used_pct: 54.8
  relSlewSlack_pct: 62.2
  hold_violations: 0
  maxSlewViolCount: 0
  setup_violations: 0
  fmax_mhz: 225
  fin_worst_skew_ns: 0.00125
  fin_crit_ns: 4.44
  setup_tns_ns: 0
clock_tree:
  clock-sinks: 19
  cts_max_path_buffers: 2
  cts_root_buffer: "clkbuf_8"
  cts_resized: 0
  ctsHoldBuffers: 0
  numCtsBuffers: 3
  post-cts-setup-buffers: 0
  htree_levels: 1
  cts_tree: "built"
  clk_pin_slew_worst_paths_ns: 0.07
  clock_latency_ns: 0.25
flow_run:
  warnings: 26
  maxCapViolCount: 0
worst_hold_path:
  hold_path_class: "flop to flop"
  holdPathStages: 2
critical_path:
  crit_type: "input pin to primary output"
  cp.required_ns: 6.48
  critPathLaunchType: "input pin"
  worst-path-max-fanout: 2
  reg2regPathDepth: 5
  critPathCaptureType: "primary output"
  arrival_ns: 2.82
floorplanning:
  rows: 32
  io_pins: 23
  die_h_um: 109
  die-width_um: 109
  core_um2: 7730
  die_area_um2: 11900
  fp_util_pct: 15.9
## per-layer routing
layer | vias up | wire length, um | global-route usage [%]
met5 | - | 0 | 0
met4 | 0 | 31 | 0.565
met3 | 2 | 100 | 1.02
met2 | 17 | 1160 | 6.86
met1 | 393 | 1250 | 5.60
li1 | 450 | - | -
## kinds of logic after synthesis
| group | Yosys count | share of synthesized area [%] |
|---|---|---|
| compound gates | 21 | 11.9 |
| simple gates | 45 | 22.9 |
| xor+xnor | 14 | 9.95 |
| mux | 2 | 2.03 |
| flops | 19 | 46.3 |
| fa+ha+maj | 2 | 2.03 |
| buf+inv | 8 | 4.87 |
## where the power goes
group / internal (W) / switching [W]
logic: 0.0000237 / 0.0000189
registers: 0.000122 / 0.0000121
clock network: 0.0000341 / 0.0000310
total: 0.000180 / 0.0000620
## stage by stage
step	cells	util [%]	instance area, um^2	power, W	worst slack, ns
floorplan	111	-	1230	0.000163	4.73
global placement	232	20.0	1540	0.000179	3.70
detailed placement	232	20.0	1540	0.000179	3.66
CTS	236	20.6	1590	0.000247	3.65
global route	236	20.6	1590	0.000256	3.59
finish	236	20.6	1590	0.000242	3.66
## critical path, stage by stage
cell	delay [ns]
clkdlybuf4s50_1	0.47
inv_1	0.04
nor3_1	0.19
clkdlybuf4s50_1	0.50
## cell usage after synthesis (2+ instances only)
| library cell | instances | area, um^2 |
|---|---|---|
| nand4_1 | 3 | 18.8 |
| inv_1 | 4 | 15.0 |
| nand2_1 | 3 | 11.3 |
| nor4_4 | 2 | 42.5 |
| nor4_1 | 3 | 18.8 |
| ha_1 | 2 | 25.0 |
| a21oi_2 | 7 | 61.3 |
| xor2_1 | 4 | 35.0 |
| nor3_1 | 2 | 10.0 |
| nor2_2 | 7 | 43.8 |
| nor2_1 | 16 | 60.1 |
| buf_6 | 4 | 45.0 |
| a31oi_1 | 3 | 18.8 |
| edfxtp_1 | 19 | 571 |
| a21oi_1 | 7 | 35.0 |
| xnor2_1 | 10 | 87.6 |
## worst paths after layout
path / from / endpoint / slack [ns]
worst max-delay path: ena / tc / 3.66
worst min-delay path: counts[18] / counts[18] / 0.68
worst max register to register: counts[14] / counts[0] / 5.87
worst min register to register: counts[18] / counts[18] / 0.68
## layout make-up
cell class / count / area [um^2] / area share, %
Sequential cell: 19 / 571 / 35.9
Clock buffer: 3 / 41.3 / 2.60
Multi-Input combinational cell: 84 / 602 / 37.9
Tap cell: 102 / 128 / 8.03
Inverter: 4 / 15.0 / 0.945
Timing Repair Buffer: 23 / 228 / 14.3
Clock inverter: 1 / 5.00 / 0.315
Power is estimated from default activity; no workload was simulated.
